<file path="design/flow/design.v">
module DE0_ADC (
	clk_ad,
	adc_select,
	request,
	ready,
	ad_convert_read,
	adc_sclk,
	adc_cs_n,
	adc_saddr,
	adc_sdat
);
parameter DATA_WIDTH = 12;
parameter ADC_SELECT_WIDTH = 3;
parameter DATA_CAPTURE_WIDTH = 16;
input clk_ad;																	 
input [ADC_SELECT_WIDTH-1:0] adc_select; 								 
input request;																	 
output ready;																	 
reg ready = 1'b1;																 
output [DATA_WIDTH + ADC_SELECT_WIDTH:0] ad_convert_read; 		 
reg [DATA_WIDTH + ADC_SELECT_WIDTH:0] ad_convert_read = {DATA_WIDTH + ADC_SELECT_WIDTH {1'b0}};
output adc_sclk;				 
wire adc_sclk;
assign adc_sclk = clk_ad;
output adc_cs_n;				 
reg adc_cs_n = 1'b1;
output adc_saddr;				 
reg adc_saddr = 1'b0;	
input adc_sdat;				 
reg [7:0] data_state = 8'h00;
reg [ADC_SELECT_WIDTH-1:0] data_channel = {ADC_SELECT_WIDTH {1'b0}};
reg [DATA_CAPTURE_WIDTH-1:0] data_capture = {DATA_CAPTURE_WIDTH {1'b0}};  
reg requestFF = 1'b0;
always @(posedge clk_ad) begin
	if (data_state == 8'h10) begin
		adc_cs_n <= 1'b1;
		ready <= 1'b1;
		data_state <= 8'h00;
		ad_convert_read <= {1'b0, data_channel, data_capture[11:0]};
		requestFF <= 1'b0;
	end else if (request == 1'b1 && requestFF == 1'b0) begin
		requestFF <= 1'b1;
		adc_cs_n <= 1'b0;
		ready <= 1'b0;
		data_channel <= adc_select;
	end else if (adc_cs_n == 1'b0) begin
		case (data_state)
			8'h01: begin
				adc_saddr <= data_channel[2];
			end
			8'h02: begin
				adc_saddr <= data_channel[1];
			end
			8'h03: begin
				adc_saddr <= data_channel[0];
			end
		endcase
		data_state <= data_state + 1'b1;
	end
end
always @(posedge clk_ad) begin
	if (adc_cs_n == 1'b0) begin
		data_capture <= data_capture << 1;
		data_capture[0] <= adc_sdat;
	end
end
endmodule
</file>
<file path="design/flow/run.sh">
#!/bin/bash
# OpenROAD 26Q1-2900-gdf79404cd8, Yosys 0.63+post, stock flow scripts
make -C /OpenROAD-flow-scripts/flow DESIGN_CONFIG=/design/flow/config.mk WORK_HOME=/design/flow/orfs finish
</file>
<file path="design/flow/config.mk">
export PLATFORM = sky130hd
export DESIGN_NAME = DE0_ADC
export DESIGN_NICKNAME = DE0_ADC
export VERILOG_FILES = /design/flow/design.v
export SDC_FILE = /design/flow/constraint.sdc
export NUM_CORES = 4
export LEC_CHECK = 1
export CORE_UTILIZATION = 30
</file>
<file path="design/flow/constraint.sdc">
current_design DE0_ADC

set clk_period 3.9
set clk_io_pct 0.2

create_clock -name clk0 -period $clk_period [get_ports {clk_ad}]

set non_clock_inputs [all_inputs -no_clocks]
set_input_delay [expr $clk_period * $clk_io_pct] -clock clk0 $non_clock_inputs
set_output_delay [expr $clk_period * $clk_io_pct] -clock clk0 [all_outputs]
</file>
==> notes.md <==
impl run done, here's what came out: Critical Path Fanout Max 2, ANT cells 0, worst path cell trace clkbuf_8 > clkbuf_8 > clkdlybuf4s50_1, PwrDens 713 mW/mm2, post-route antenna net violation count 0, GR peak layer met1, Required @ worst endpoint 3.12 ns, DRC 0, Initial DRT Pass Iterations 4, Vias/cell 4.40, crit path launch type clock port, fin area 0.00196 mm2, outcome complete, no violations, Die Span Y 72.9 um, Global Route met1 Usage 15.9%, number of port buffers 24, clk latency of the worst-skew pair 0.39 ns, setup tns final 0 ns, cell repeated most along the worst path clkbuf_8, Post-CTS Resized 0, max incr delay on CP 0.39 ns, Avg Inst Size Synth 15.5 um2, met2 Usage GRT 13.0%, floorplan utilization 31.5%, vias in the first global route 885, Worst path slowest cell clkdlybuf4s50_1, largest net degree at the start of global routing 22, I/O pins 26, die area 0.00531 mm2, via count 858, yosys stat area 0.00151 mm2, Total GRT Usage 10.4%, Placer Congestion 0.782, Worst path top cell family by delay buffers and inverters, Mapped Cells 97, Worst Path Arrival 2.56 ns, Synth Seq Share 75.0%, initial DRC count 27, leakage power total 0.000694 uW, Final Hold Fails 0, Final setup viols 0, unrepaired setup endpoints after global routing false, ratio of cells with drive above 1 in the final layout 9.38%, cts hold-fix bufs 0, placed inst area 0.00181 mm2, Worst Tran Pin Value 0.666 ns, yosys cell count 97, critical path class clk2out, final tally of max-slew violations 0, CTS clk-pin slew, worst paths 0.07 ns, Clock Skew 0.00471 ns, Tool Warnings 29, WL/cell 12.4 um, Slew headroom 55.5%, Worst setup EP type output pin, Area contributors post-synth edfxtp_1 (62%), dfxtp_1 (13%), ha_1 (3.3%), xor2_1 (2.3%), nor4_1 (1.7%), Fillers 444, Synth Register Bits 41, Site Rows 25, Post-Synthesis Cell Area 0.00151 mm2, HPWL after DPL 1.50 mm, global-route wire length before repair 3.97 mm, cell taking the most area after synthesis edfxtp_1, area grow syn2layout 29.8%, final wirelength 2.42 mm, post-CTS setup repair buffer count 0, Yosys cell types 27, Synth top area share 61.7%, CP bufs+invs 3, Peak supply drop 460 uV, grt met3 use 6.44%, core box area 0.00479 mm2, max_cap viols 0, TritonCTS clock tree yes, die span in x 72.9 um, warnings from Yosys 1, grt ovf 0, Hold WC Path Type reg2reg, initial antenna violation count 0
[area by class of cell]
class | instances | area, um2 | area share (%)
Sequential cell | 41 | 1130 | 57.8
Tap cell | 67 | 83.8 | 4.28
Clock buffer | 10 | 124 | 6.33
Multi-Input combinational cell | 47 | 332 | 16.9
Timing Repair Buffer | 24 | 238 | 12.1
Inverter | 4 | 15.0 | 0.767
Clock inverter | 2 | 33.8 | 1.73
[synth_stat cells]
library cell and number:
a21o_1 1, a22oi_1 1, inv_1 4, nand2b_1 2
nand4_1 1, nor4_1 4, nor2b_1 1, o21ai_0 2
a21oi_1 3, mux2i_1 1, o2bb2ai_1 1, ha_1 4
dfxtp_1 10, o31ai_1 2, nand2_1 2, conb_1 1
nand3_1 4, nor3_1 3, or4b_4 1, nor4b_4 1
edfxtp_1 31, o2111ai_1 1, or4_1 1, xor2_1 4
buf_4 3, clkbuf_1 2, nor2_1 6
[per-stage QoR]
step                std cells  worst slack [ns]  hold slack [ns]  utilization [%]  power [uW]
floorplan                  97              1.07            0.400                -         910
global placement          184             0.803            0.405             37.8         992
detailed placement        184             0.803            0.406             37.8         997
CTS                       195             0.547            0.423             40.9        1410
global route              195             0.528            0.430             40.9        1490
finish                    195             0.557            0.421             40.9        1390
[state kept, by name, summed over array words and instances, names as in the netlist]
name	flops
ad_convert_read	15
adc_saddr	1
data_capture	12
data_channel	3
data_state	8
ready	1
requestFF	1
[metal layers]
layer | part of all wire (%) | vias to the layer above | routed length (um)
li1 | - | 414 | -
met1 | 46 | 396 | 1120
met2 | 39 | 42 | 955
met3 | 12 | 6 | 286
met4 | 2.6 | 0 | 62
met5 | 0 | - | 0
[layout by cell type (no fill, tap or decap), drive strengths merged, types with 2 or more instances in the layout]
master / synthesis / routed
nor2: 6 / 6
nand2b: 2 / 2
clkbuf: 2 / 9
ha: 4 / 4
xor2: 4 / 4
nor3: 3 / 3
clkdlybuf4s50: 0 / 24
dfxtp: 10 / 10
o21ai: 2 / 2
nand3: 4 / 4
edfxtp: 31 / 31
nand2: 2 / 2
o31ai: 2 / 2
a21oi: 3 / 3
inv: 4 / 4
nor4: 4 / 4
[cells by family (layout without fill, tap and decap cells)]
family / count (synthesis) / in the layout / share of synthesized area (%)
flops: 41 / 41 / 75.0
simple gates: 26 / 26 / 10.6
compound gates: 11 / 11 / 4.81
buf+inv: 9 / 40 / 2.99
fa+ha+maj: 4 / 4 / 3.32
xor+xnor: 4 / 4 / 2.32
other cells: 1 / 1 / 0.249
mux: 1 / 1 / 0.664
[path summary, 6_finish.rpt]
check | startpoint | endpoint | slack [ns] | depth (start not counted)
setup / recovery | clk_ad | adc_sclk | 0.56 | 3
hold / removal | data_capture[11] | ad_convert_read[11] | 0.42 | 0
setup reg to reg | data_state[0] | data_channel[1] | 1.83 | 6
hold reg to reg | data_capture[11] | ad_convert_read[11] | 0.42 | 0
[worst register-to-register path: stages, from the launching register on]
cell	delay (ns)
dfxtp_1	0.35
inv_1	0.13
ha_1	0.15
or4b_4	0.49
nor4b_4	0.26
buf_4	0.32
nor2_1	0.13
[power breakdown]
group          switching (uW)  total (uW)  internal, uW  leakage [uW]
logic                     118         225           107      0.000238
registers                 113         755           642      0.000378
clock network             144         414           270     0.0000783
total                     375        1390          1020      0.000694
No activity file was given, so power comes from the tool's default toggle rates.
